==> flow/design.v <==
`timescale 1ns / 1ps
module register_file(	input clk,
    input RW,  
    input [2:0] a_addr,
    input [2:0] b_addr,
    input [2:0] d_addr,
    input [7:0] data_in,
    output [7:0]a_data_out,
    output [7:0]b_data_out);
    reg [7:0]reg_arr[0:7];
    integer i;
    initial begin
        for ( i=0; i < 8; i=i+1)
            reg_arr[i] = 8'b00000000;    
        end
    always@(negedge clk)
    begin
 if ( RW == 1)     
   begin
	if ( d_addr == 3'b000)
		begin
		reg_arr[000]= 8'b00000000;
		end
	 else
	    begin 
       	reg_arr[d_addr]= data_in;
	    end
     end
   end
 assign     a_data_out = reg_arr[a_addr];
 assign     b_data_out = reg_arr[b_addr];
endmodule
==> flow/run.sh <==
#!/bin/bash
# OpenROAD 26Q1-2900-gdf79404cd8, Yosys 0.63+post, stock flow scripts
make -C /OpenROAD-flow-scripts/flow DESIGN_CONFIG=/design/flow/config.mk WORK_HOME=/design/flow/orfs finish
==> flow/config.mk <==
export PLATFORM = sky130hd
export DESIGN_NAME = register_file
export DESIGN_NICKNAME = register_file
export VERILOG_FILES = /design/flow/design.v
export SDC_FILE = /design/flow/constraint.sdc
export NUM_CORES = 4
export LEC_CHECK = 1
export CORE_UTILIZATION = 50
==> flow/constraint.sdc <==
current_design register_file

set clk_period 2.9
set clk_io_pct 0.2

create_clock -name clk0 -period $clk_period [get_ports {clk}]

set non_clock_inputs [all_inputs -no_clocks]
set_input_delay [expr $clk_period * $clk_io_pct] -clock clk0 $non_clock_inputs
set_output_delay [expr $clk_period * $clk_io_pct] -clock clk0 [all_outputs]
==> impl_metrics.yaml <==
# synthesis and place-and-route metrics
cts:
  clk_pin_slew_worst_paths_ns: 0.03
  root_buffer: "clkbuf_8"
  clk_path_buf_depth: 2
  cts.htree.levels: 3
  cts_made_buffers: 9
  cts_tree: "built"
  clkSinkCount: 64
  postCtsHoldBufs: 0
grt:
  grt_pass1_vias: 2173
  overflow: 0
  grt_usage: 0.249
  grt_max_degree: 17
  grt_antenna_before_repair: 0
  grt_pass1_wl_mm: 10.2
sta:
  worst_slew_pin_slew_ns: 0.208
  setup_ws_ns: -0.838
  drv_slew: 0
  finalHoldViolCount: 0
  rsz0062_at_grt: "true"
  slew_headroom: 0.861
  fin_tns_setup_ns: -12.05
  setup_viol: 16
final_layout:
  largest_reg_flops: 64
  final_cell_mix: "inv_1, edfxtp_1, mux4_2"
  syn2layout_area_growth_pct: 31.8
  fin_area_mm2: 0.00414
  drive_gt1_frac: 0.447
  post-route-util: 0.691
  nFillCells: 406
synth:
  synth_stat.cells: 145
  top_cells_by_area: "edfxtp_1, mux4_1, mux2_2, mux4_2, and2_1"
  synthCells: 145
  top_area_cell: "edfxtp_1"
  top_area_frac: 0.612
  synth_cell_types: 16
  syn_area_mm2: 0.00314
  syn-mean-instance-area_um2: 21.7
  yosysWarningCount: 1
  yosysChipArea_mm2: 0.00314
  synth_seq_share: 0.612
  ys_ff: 64
floorplan:
  num_io_pins: 35
  rows: 28
  chipArea_mm2: 0.00660
  die_y_um: 81.3
  die_w_um: 81.3
  floorplan.core_util: 0.524
  core-area_mm2: 0.00599
placement:
  placed_area_mm2: 0.00373
  hpwl_mm: 4.28
  io_buffers: 34
  gp_congestion: 0.867
hold_path:
  worstHoldPathType: "input port to output port"
critical_path:
  worstSetupStartpointType: "flop"
  crit_end: "b_data_out[1]"
  crit_path_end_kind: "output port"
  critPathArrivalTime_ns: 3.16
  crit_start: "reg_arr[7][1]$_DFFE_NP_"
  path_max_fanout: 2
  cp.required_ns: 2.32
  worstSetupPathType: "flop to output port"
power_and_ir_drop:
  p_leak_nw: 1.63
  power_mw: 2.49
  powerDensity_mw_per_mm2: 602
  ir_drop_mv: 0.465
routing:
  diodes: 0
  wl_per_cell_um: 18.7
  via_count: 1891
  drc_errors: 0
  viasPerCell: 5.40
  dr.pass1.iters: 4
  wl_mm: 6.54
  drt_iter0_drc: 58
  ant_nets: 0
status:
  status: "finished, violations left"
  violations: "negative setup slack"
job:
  warnings: 93
  max_cap_viol_count: 0
==> through the flow <==
step / setup WS (ns) / instances / hold WS (ns)
finish: -0.838 / 350 / 2.04
global route: -0.925 / 350 / 2.08
CTS: -0.863 / 350 / 2.04
detailed placement: -0.706 / 269 / 2.41
floorplan: -0.199 / 145 / 1.56
global placement: -0.710 / 269 / 2.42
==> worst max-delay path, stage by stage, from the launching register on <==
cell      delay [ns]
edfxtp_1        0.37
buf_4           0.14
mux4_2          0.45
mux2_4          0.26
buf_2           0.11
==> routing by layer <==
metal,global-route usage,vias to the layer above,routed length (um)
met5,0,-,0
met4,0.0786,0,63
met3,0.193,8,890
met2,0.355,118,3280
met1,0.305,897,2300
li1,-,868,-
==> cells by family after synthesis <==
group,count (synthesis),synth area share
DFF,64,0.612
muxes,48,0.322
and+or+nand+nor,21,0.0347
buffers and inverters,11,0.0291
AOI/OAI and AO/OA,1,0.00279
==> cell usage after synthesis <==
cell      instances
buf_12            2
edfxtp_1         64
mux4_1           29
buf_1             2
inv_1             1
buf_2             2
o31a_1            1
and2_1            8
nor3_1            2
nand2b_1          3
buf_6             2
nor2_1            6
mux4_2            3
nand2_1           2
mux2_2           16
clkbuf_1          2
==> how the worst min path moves through the flow <==
stage | slack [ns] | endpoint | cells after the start | startpoint
finish | 2.04 | b_data_out[6] | 4 | b_addr[1]
global route | 2.08 | b_data_out[5] | 4 | b_addr[1]
CTS | 2.04 | b_data_out[6] | 4 | b_addr[1]
==> repair_timing <==
item,in CTS,in global routing
resized,104,4
buffers inserted,2,0
setup endpoints to repair,144,21
pin swaps,2,0
==> report_power, final <==
part           total (mW)  internal [mW]  switching [mW]  leakage (nW)
sequential           1.07           1.06          0.0125         0.508
clock                1.18          0.610           0.570         0.458
combinational       0.239          0.147          0.0917         0.662
==> area by class of cell <==
cell class	instances	area [um2]	area share
timing repair buffer	61	531	0.128
sequential	64	1920	0.464
clock inverter	71	342	0.0826
clock buffer	9	124	0.0299
tap	75	93.8	0.0227
multi-input combinational	70	1130	0.272
Power and IR drop assume default switching activity.
