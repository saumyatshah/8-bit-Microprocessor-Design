[flow/run.sh]
#!/bin/bash
# OpenROAD 26Q1-2900-gdf79404cd8, Yosys 0.63+post, stock flow scripts
make -C /OpenROAD-flow-scripts/flow DESIGN_CONFIG=/design/flow/config.mk WORK_HOME=/design/flow/orfs finish
[flow/config.mk]
export PLATFORM = sky130hd
export DESIGN_NAME = InstructionDecoder
export DESIGN_NICKNAME = InstructionDecoder
export VERILOG_FILES = /design/flow/design.v
export SDC_FILE = /design/flow/constraint.sdc
export NUM_CORES = 4
export LEC_CHECK = 1
export CORE_AREA = 10 10 96 96
export DIE_AREA = 0 0 106 106
[flow/constraint.sdc]
current_design InstructionDecoder

set clk_period 1.9
set clk_io_pct 0.2

create_clock -name clk0 -period $clk_period

set non_clock_inputs [all_inputs -no_clocks]
set_input_delay [expr $clk_period * $clk_io_pct] -clock clk0 $non_clock_inputs
set_output_delay [expr $clk_period * $clk_io_pct] -clock clk0 [all_outputs]
[flow/design.v]
`timescale 1ns / 1ps
module InstructionDecoder(
    input [16:0] Instruction_in,
    output reg [2:0] DA,
    output reg [2:0] AA,
    output reg [2:0] BA,
    output reg [1:0] BS,
    output reg PS,
    output reg MW,
    output reg RW,
    output reg MA,
    output reg MB,
    output reg [1:0] MD,
    output reg [3:0] FS,
    output reg CS,
    output reg OE
    );
    initial begin
                RW = 1'b1;
                DA = 3'b000;
                MD = 2'b00;
                BS = 2'b00; 
                PS = 1'b0;
                MW = 1'b0;
                FS = 4'b0000;
                MA = 1'b0;
                MB = 1'b0;
                AA = 3'b000;
                BA = 3'b000;
                CS = 1'b0;  
    end
    always @(*) begin
        case(Instruction_in[16:12])
            5'b00000:  begin
                DA = Instruction_in[11:9];
                AA = 3'b000;
                BA = 3'b000;
                RW = 0;
                BS = 2'b00;
                FS = 4'b1111;
                MW = 0;
                MA = 0;
                OE = 0;
            end
            5'b00001: begin
                DA = Instruction_in[11:9];
                AA = Instruction_in[8:6];
                RW = 0;
                BS = 2'b00;
                MW = 0;
                MA = 0;
                OE = 0;
                FS = 4'b0100;
            end
            5'b00010: begin
                DA = Instruction_in[11:9];
                RW = 0;
                BS = 2'b01;
                MW = 0;
                MA = 0;
                PS = 0;
                OE = 0;
                MB = 1;
                CS = 1;
                AA = 3'b000;
                BA = 3'b000;
                FS = 4'b0000;
            end
            5'b00011: begin
                DA = Instruction_in[11:9];
                RW = 1;
                BS = 2'b11;
                MW = 0;
                OE = 0;
                MB = 1;
                CS = 1;
                AA = 3'b000;
                BA = 3'b000;
                FS = 4'b0000;
            end
            5'b00100: begin
                DA = Instruction_in[11:9];
                AA = Instruction_in[8:6];
                BA = Instruction_in[5:3];
                RW = 1;
                BS = 2'b11;
                MW = 0;
                OE = 0;
                MB = 1;
                CS = 1;
                FS = 4'b1101;
            end
            5'b00101: begin
                DA = Instruction_in[11:9];
                AA = Instruction_in[8:6];
                BA = Instruction_in[5:3];
                RW = 1;
                BS = 2'b00;
                MD = 2'b00;
                MW = 0;
                OE = 0;
                MB = 0;
                MA = 0;
                FS = 4'b0010;
            end
            5'b00110: begin
                DA = Instruction_in[11:9];
                AA = Instruction_in[8:6];
                BA = Instruction_in[5:3];
                RW = 1;
                BS = 2'b00;
                MD = 2'b00;
                MW = 0;
                OE = 0;
                MB = 0;
                MA = 0;
                FS = 4'b0000;
            end
            5'b00111: begin
                DA = Instruction_in[11:9];
                AA = Instruction_in[8:6];
                BA = 3'b000;
                RW = 1;
                BS = 2'b00;
                MD = 2'b01;
                MW = 0;
                OE = 0;
                MA = 0;
                FS = 4'b0000;
            end
            5'b01000: begin
                DA = Instruction_in[11:9];
                AA = Instruction_in[8:6];
                BA = Instruction_in[5:3];
                RW = 1;
                BS = 2'b00;
                MD = 2'b00;
                MW = 0;
                OE = 0;
                MA = 0;
                FS = 4'b0001;
            end
            5'b01001: begin
                RW = 1;
                BS = 2'b00;
                MD = 2'b00;
                MW = 0;
                OE = 0;
                MA = 0;
                FS = 4'b0101;
            end
            5'b01010: begin
                DA = Instruction_in[11:9];
                AA = Instruction_in[8:6];
                BA = Instruction_in[5:3];
                RW = 1;
                BS = 2'b00;
                MD = 2'b11;
                MW = 0;
                OE = 0;
                MA = 1;
                MB = 1;
                CS = 1;
                FS = 5'b01010;
            end
            5'b01011: begin
                DA = Instruction_in[11:9];
                AA = Instruction_in[8:6];
                BA = 3'b000;
                RW = 1;
                BS = 2'b00;
                MD = 2'b00;
                MW = 0;
                OE = 0;
                MA = 0;
                MB = 1;
                CS = 1;
                FS = 4'b1101;
            end
            5'b01100:begin
                DA = Instruction_in[11:9];
                AA = Instruction_in[8:6];
                RW = 1;
                BS = 2'b00;
                MD = 2'b00;
                MW = 0;
                OE = 0;
                MA = 0;
                MB = 1;
                CS = 0;
                OE = 0;
                FS = 4'b0011;
            end
            5'b01101: begin
                RW = 0;
                BS = 2'b00;
                MW = 1;
                OE = 0;
                MA = 0;
                MB = 0;
                FS = 4'b0000;
            end
            5'b01110:begin
                DA = Instruction_in[11:9];
                AA = Instruction_in[8:6];
                BA = Instruction_in[5:3];
                RW = 0;
                BS = 2'b00;
                MD = 2'b00;
                MW = 0;
                OE = 1;
                MA = 0;
                MB = 0;
                CS = 0;
                FS = 4'b0000;
            end
            5'b01111: begin 
                DA = Instruction_in[11:9];
                AA = Instruction_in[8:6];
                BA = Instruction_in[5:3];
                RW = 1;
                BS = 2'b00;
                MD = 2'b10;
                MW = 0;
                OE = 0;
                MA = 0;
                MB = 0;
                FS = 4'b1001;
            end
            5'b10000:begin 
                DA = Instruction_in[11:9];
                AA = Instruction_in[8:6];
                BA = 3'b000;;
                RW = 1;
                BS = 2'b00;
                MD = 2'b00;
                MW = 0;
                OE = 0;
                MA = 0;
                FS = 4'b0000;
            end
            5'b10001:begin
                DA = Instruction_in[11:9];
                AA = Instruction_in[8:6];
                BA = Instruction_in[5:3];
                RW = 1;
                BS = 2'b00;
                MD = 2'b00;
                MW = 0;
                OE = 0;
                MA = 0;
                MB = 1;
                CS = 1;
                FS = 4'b1101;
            end
            5'b10010: begin
                DA = Instruction_in[11:9];
                AA = 3'b000 ;
                BA = 3'b000;
                RW = 0;
                BS = 2'b01;
                MW = 0;
                PS = 1;
                OE = 0;
                MA = 0;
                MB = 1;
                CS = 1;
                FS = 4'b0000;
            end
            5'b10011: begin
                DA = Instruction_in[11:9];
                AA = Instruction_in[8:6];
                RW = 1;
                BS = 2'b00;
                MD = 2'b00;
                MW = 0;
                PS = 1;
                OE = 0;
                MA = 0;
                FS = 4'b0110;
            end
            5'b10100: begin
                DA = Instruction_in[11:9];
                AA = Instruction_in[8:6];
                BA = Instruction_in[5:3];
                RW = 0;
                BS = 2'b11;
                MW = 0;
                OE = 0;
                MB = 1;
                CS = 1;
                OE = 0;
                FS = 4'b0000;
            end
            default : 
            begin                            
                RW = 1'b1;
                DA = Instruction_in[11:9];
                MD = 2'b00;
                BS = 2'b00; 
                PS = 1'b0;
                MW = 1'b0;
                FS = 4'b0000;
                MA = 1'b0;
                MB = 1'b0;
                AA = Instruction_in[8:6];
                BA = Instruction_in[5:3];
                CS = 1'b0;  
            end    
        endcase
    end
endmodule
==> flow_summary.toml <==
# generated from flow reports
[timing]
setup_viol_count_final = 0
untimed_endpoints = 32
fin_crit_sh_pct = 96.5
slew_headroom_pct = 73.1
tightestPinTransition_ns = 0.403
unclocked_pins = 16
hold_viol = 0
tns_ns = 0
fmax_ghz = 0.545
layout_min_cycle_time_ns = 1.83
rsz0062_at_grt = "false"
slew_violations = 0

[logic_synthesis]
netlist_area_um2 = 883
yosys.area_share.aoi_pct = 26.3
yosys_warnings = 1
syn_inst = 116
edf_count = 0
ys_cells = 116
synthArstFlopShare_pct = 0
yosys_area_um2 = 883
synthFlopType = "dlxtn_1"
synth_cell_types = 42
synth_flops = 16
syn_area_per_cell_um2 = 7.62
fa_ha_area_share_pct = 1.27
simple_gate_area_share_pct = 30.7
synth.logic.top_family = "simple AND/OR/NAND/NOR gates"
xor_area_share_pct = 1.98
synthMuxAreaShare_pct = 0

[cells_and_area]
lay_top_count = "buf_4"
lay_top_cells = "buf_4, clkdlybuf4s50_1, dlxtn_1"
seq_area_um2 = 240
drive_gt1_share_pct = 40.4
syn_to_final_growth_pct = 96.5
logic_area_um2 = 582
num-fill-cells = 790

[floorplanning]
floorplan.die_area_um2 = 11200
die_x_um = 106
die_y_um = 106
core_um2 = 7210
row_count = 31
fp_util_pct = 12.2
top_level_ports = 41

[power]
pwr-share-seq_pct = 7.2
internal_power_uw = 179
p_comb_share_pct = 92.8
power_uw = 303
p_leak_nw = 0.762
sw_frac_of_total_pct = 40.9
pwr-share-clk_pct = 0
p_switching_uw = 124
powerDensity_nw_per_um2 = 175
ir_drop_mv = 0.0383

[critical_path]
slowest_stage = "xor2_2"
crit_fanout = 4
path_cells = "clkbuf_2 -> buf_6 -> buf_4 -> xor2_2 -> nand2_1 -> buf_4 -> o22ai_1 -> buf_2"
crit_arrival_ns = 1.45
critPathRequiredTime_ns = 1.52
criticalPathCategory = "input pin to primary output"
cpPeakStageDelay_ns = 0.18
crit_start = "Instruction_in[14]"
cp-end-kind = "primary output"
setup.worst_path.start_class = "input pin"
path_common_cell = "buf_4"

[grt]
grt_pass1_vias = 1145
grt_pass1_wl_um = 6020
grt_overflow = 0
antenna_found_initial = 0
grt_max_degree = 11
track_usage_pct = 6.30

[min_path]
hp-class = "input pin to primary output"
whs_endpoint = "FS[3]"
worstHoldStart = "Instruction_in[16]"
hold_path_depth = 4

[detailed_routing]
drtPass1Iterations = 4
viasPerCell = 3.86
wirelength_um = 3560
vias = 1145
first_iter_violations = 92
drc = 0
ant_nets = 0
n_antenna_cell = 0
post_drt_wl_per_cell_um = 12.0

[outcome]
status = "finished, final reports clean"

[clock_tree]
ctsHoldBuffers = 0

[place]
gp_congestion = 0.846
io_buffers = 38
dpl.hpwl_um = 2730

[job]
maxCapViolCount = 0
warning_count = 35
worst max-delay path by stage:
stage,to
final,FS[1]
after global routing,FS[0]
after CTS,FS[1]
sequential cells by signal, indices dropped and copies added (netlist names):
name / count
CS: 1
MB: 1
MD: 2
DA: 3
OE: 1
BA: 3
MA: 1
PS: 1
AA: 3
kinds of logic (layout without fill, tap and decap cells):
family                   count (synthesis)  after routing
XOR/XNOR                                 2              2
adder cells (fa/ha/maj)                  1              1
AND-OR/OR-AND                           34             34
buffers and inverters                   15             97
latches                                 16             16
AND/OR/NAND/NOR                         48             48
repair_timing:
item                       CTS  global route
gates cloned                 1             0
gates resized               45             8
pin swaps                   10             5
setup buffers               18             0
setup endpoints to repair    8             6
worst max-delay path, delay by kind of cell:
family / cells / cell delay, ns
AND-OR/OR-AND: 1 / 0.14
XOR/XNOR: 1 / 0.18
buffers and inverters: 5 / 0.66
AND/OR/NAND/NOR: 1 / 0.10
layer usage:
layer / part of all wire (%) / GRT usage, %
met5: 0 / 0
met4: 0 / 0.290
met3: 5.8 / 0.917
met2: 47 / 9.94
met1: 47 / 9.33
power groups by stage:
stage     clock [mW]  combinational, mW  sequential (mW)
5_1_grt            0              0.309           0.0222
6_report           0              0.281           0.0218
4_1_cts            0              0.284           0.0219
through the flow:
| stage | setup WS, ns | hold slack (ns) | area (um2) | std cells | util [%] |
|---|---|---|---|---|---|
| 6_report | 0.0656 | 1.24 | 1740 | 297 | 24.1 |
| 5_1_grt | 0.0155 | 1.27 | 1740 | 297 | 24.1 |
| 4_1_cts | 0.000386 | 1.25 | 1760 | 298 | 24.5 |
| 3_5_place_dp | -0.544 | 1.93 | 1580 | 279 | 21.9 |
| 3_3_place_gp | -0.505 | 1.92 | 1580 | 279 | 21.9 |
| 2_1_floorplan | 0.519 | 0.864 | 883 | 116 | - |
area by class of cell:
type                    count  share of cell area (%)
inverters                   4                   0.865
multi-input cells          85                    33.5
flip-flops and latches     16                    13.8
well taps                  99                    7.14
repair buffers             93                    44.6
cells in the mapped netlist (2+ instances only):
master / number / area [um2]
a21boi_1: 3 / 22.5
a21oi_1: 9 / 45.0
and2_1: 4 / 25.0
and3_1: 2 / 12.5
buf_4: 7 / 52.6
buf_6: 2 / 22.5
dlxtn_1: 16 / 240
inv_1: 2 / 7.51
inv_2: 2 / 7.51
nand2_1: 11 / 41.3
nand2b_1: 2 / 12.5
nand3_1: 7 / 35.0
nor2_1: 7 / 26.3
nor2b_1: 2 / 12.5
nor2b_2: 2 / 17.5
nor3_1: 3 / 15.0
o211ai_1: 3 / 22.5
o21ai_0: 5 / 25.0
o22ai_1: 4 / 25.0
Power is estimated from default activity; no workload was simulated.
